--- /design/flow/design.v ---
module Tx(start,data_in_tx,bd_rate_tx,d_num,par,reset,enable);
  output reg start;
  input [7:0] data_in_tx; 
  input [1:0] par; 
  input bd_rate_tx,d_num,enable; 
  input reset;
  reg [7:0] data;
  reg [4:0] count_tx; 
  reg par_bit;
  reg [1:0] state;
  reg start_count; 
  parameter s0=2'b00;
  parameter s1=2'b01;
  parameter s2=2'b10;
  parameter s3=3'b11;
  always@(posedge bd_rate_tx) begin 
      if(start_count) 
        count_tx=count_tx+1;
      else if(!start_count) 
        count_tx=4'b0; 
         if(reset) begin 
         state<=2'b0; 
         start<=1'b1;
         count_tx<=4'b0;
         start_count<=1'b0;
         par_bit<=2'b0;
         end 
     if(!reset) begin 
     case(state) 
     s0: begin
      if(enable) 
     state<=2'b01;
   else if(!enable)
       state<=2'b00;  
     end  
     s1: begin 
       start<=0; 
       if(d_num) begin 
          data [0]<= data_in_tx[0];  
          data [1]<= data_in_tx[1];
          data [2]<= data_in_tx[2];
          data [3]<= data_in_tx[3]; 
          data [4]<= data_in_tx[4]; 
          data [5]<= data_in_tx[5]; 
          data [6]<= data_in_tx[6]; 
          data [7]<= data_in_tx[7];
          state<=2'b10;
        end 
     else if(!d_num) begin 
          data [0]<= data_in_tx[0];  
          data [1]<= data_in_tx[1];
          data [2]<= data_in_tx[2];
          data [3]<= data_in_tx[3]; 
          data [4]<= data_in_tx[4]; 
          data [5]<= data_in_tx[5]; 
          data [6]<= data_in_tx[6];
          state<=2'b10;
       end  
     end 
   s2:  begin 
       start_count=1'b1;  
       if(d_num) begin 
          if(count_tx==4'd0) 
           start<=data[0];
          if(count_tx==4'd1) 
           start<=data[1];
          if(count_tx==4'd2)
           start<=data[2];
          if(count_tx==4'd3)
           start<=data[3];
          if(count_tx==4'd4)
           start<=data[4];
          if(count_tx==4'd5) 
           start<=data[5];
          if(count_tx==4'd6)
            start<=data[6];
          if(count_tx==4'd7) begin 
            count_tx<=4'b0;
            start_count<=0;
            start<=data[7];
            state<=2'b11; 
          end 
         case(par) 
            2'b00: par_bit=1'bx; 
            2'b01: par_bit=((data[0])^(data[1])^(data[2])^(data[3])^(data[4])^(data[5])^(data[6])^(data[7]));
            2'b10: par_bit=~((data[0])^(data[1])^(data[2])^(data[3])^(data[4])^(data[5])^(data[6])^(data[7]));
          endcase   
        end   
      else if(!d_num)  begin 
        if(count_tx==4'd0) 
           start<=data[0];
          if(count_tx==4'd1) 
           start<=data[1];
          if(count_tx==4'd2)
           start<=data[2];
          if(count_tx==4'd3)
           start<=data[3];
          if(count_tx==4'd4)
           start<=data[4];
          if(count_tx==4'd5) 
           start<=data[5];
          if(count_tx==4'd6) begin 
            count_tx<=4'b0;
            start_count<=0;
            start<=data[6];
            state<=2'b11;
          end 
        case(par) 
            2'b00: par_bit=1'bx; 
            2'b01: par_bit=((data[0])^(data[1])^(data[2])^(data[3])^(data[4])^(data[5])^(data[6]));
            2'b10: par_bit=~((data[0])^(data[1])^(data[2])^(data[3])^(data[4])^(data[5])^(data[6]));
          endcase  
        end 
      end
      s3: begin 
        start<=par_bit; 
        state<=2'b00;
        end 
    endcase
  end 
end 
endmodule 
--- /design/flow/run.sh ---
#!/bin/bash
# OpenROAD 26Q1-2900-gdf79404cd8, Yosys 0.63+post, stock flow scripts
make -C /OpenROAD-flow-scripts/flow DESIGN_CONFIG=/design/flow/config.mk WORK_HOME=/design/flow/orfs finish
--- /design/flow/config.mk ---
export PLATFORM = sky130hd
export DESIGN_NAME = Tx
export DESIGN_NICKNAME = Tx
export VERILOG_FILES = /design/flow/design.v
export SDC_FILE = /design/flow/constraint.sdc
export NUM_CORES = 4
export LEC_CHECK = 1
export CORE_AREA = 10 10 94 94
export DIE_AREA = 0 0 104 104
--- /design/flow/constraint.sdc ---
current_design Tx

set clk_period 2.4
set clk_io_pct 0.2

create_clock -name clk0 -period $clk_period [get_ports {bd_rate_tx}]

set non_clock_inputs [all_inputs -no_clocks]
set_input_delay [expr $clk_period * $clk_io_pct] -clock clk0 $non_clock_inputs
set_output_delay [expr $clk_period * $clk_io_pct] -clock clk0 [all_outputs]
==> results_slide.txt <==
Implementation Results

Pwr
  – Leak: between 0.4 and 0.5 nW
  – Power Dens Cells: around 580 mW/mm2
  – Combinational power share: between 10% and 20%
  – Peak VDD IR: 0.2823 mV
  – Total power: 0.8425 mW
  – Clock power share: 40.0%
  – Internal: between 0.6 and 0.7 mW
  – P_sw: 0.1833 mW
  – Sequential power share: 45.7%
  – Sw frac: between 20% and 30%

Detailed routing
  – Post-DRT Antenna Nets: 0
  – DR WL/cell: 10.28 um
  – Vias: 845
  – DR DRC count: 0
  – Antenna Cells: 0
  – Routed Wire Length: 2302 um
  – Drt initial violations: approximately 73
  – Pre-antenna DRT Iters: 4
  – Vias per cell: 3.772

Clocking
  – Post-CTS Resized: 0
  – Post-CTS Setup Repair Bufs: 0
  – Reg clk slew, reported paths: about 80 ps
  – Htree depth: 1
  – CTS buffer count: 3
  – Maximum clock insertion buffer count: 2
  – Latency at later pin: ~260 ps
  – CTS Hold Bufs: 0
  – CTS Root Cell: clkbuf_8
  – TritonCTS clock tree: done
  – CTS Sinks: 20

Placement
  – RD Place Congestion: 0.8011
  – Placed Area: between 0.001 and 0.0015 mm2
  – IO Port Bufs: 14
  – Post-DP HPWL: 1806 um
  – Placed insts: about 220

Synthesis
  – Yosys Instances: 115
  – Post-synthesis async set-or-reset flop share: 0%
  – Register share after synthesis: a little over two fifths
  – Cell Type Count: 41
  – Cells after Synth: 115
  – Post-synth top flop: edfxtp_1
  – Yosys Chip Area: 0.001170 mm2
  – Synth flops: 20
  – Flip-flops with a built-in enable: 10
  – Post-Syn Area: 0.001170 mm2
  – Yosys warns: 1
  – Mean Syn Cell Area: 10.17 um2

Final timing
  – Unrepaired setup endpoints after global routing: false
  – Period minus WS final: 1889 ps
  – Slew headroom: 74.00%
  – Final Max Slew Viols: 0
  – Fin crit share: about four fifths
  – Slew of the pin with the lowest slew margin: between 300 and 400 ps
  – Max Fclk: between 500 and 600 MHz
  – Final setup vio count: 0
  – Setup TNS: 0 ps
  – Final hold viol count: 0
  – Clk_skew: 1.047 ps

Worst setup path
  – Worst r2r dst: start
  – Crit path max-delay cell type: dfxtp_1
  – Crit path DAT: 2030 ps
  – Startpoint types: flip-flop
  – Worst Path Required: around 2500 ps
  – Reg2Reg Depth: 5
  – R2r setup slk: 510 ps
  – Kind of critical path: reg2reg
  – Cell Chain, Critical Path: ha_1 -> nor3b_1 -> a41oi_2 -> o41ai_1 -> o31ai_2
  – Worst setup endpoint: start
  – R2R Path Start: count_tx[1]
  – Max incr delay on CP: ~450 ps
  – CP startpoint: count_tx[1]
  – Critical-path maximum fanout: 8
  – CP endpoint kind: flip-flop

Status
  – Outcome: finished clean

Floorplanning
  – Die ar.: 0.01082 mm2
  – Core outline area: 0.006832 mm2
  – Die width: 104 um
  – Die height: 104 um
  – Boundary Pins: 15
  – Core utilization at floorplan: 17.12%
  – Num rows: 30

Global route
  – Vias in the first global route: 915
  – Largest net degree at the start of global routing: 19
  – First-pass GRT wire length: 4160 um
  – Initial antenna violation count: 0
  – Total GRT Usage: roughly 4.4%
  – Grt total ovfl: 0

Layout
  – Share of layout cells above drive strength 1: 12.50%
  – Area delta synth->final: 24.81%
  – Fin cells: approximately 220
  – Post-route cell area: around 0.0015 mm2

Job
  – Max-cap check violation count: 0
  – Number of warnings in the stage logs: 25

Hold path
  – Hold crit path type: reg2reg
critical path, delay by kind of cell, from the launching register on:
family,cells,cell delay (ps)
fa+ha+maj,1,360
compound gates,3,670
flops,1,450
simple gates,1,290
cell families after synthesis:
kind of cell | Yosys count | share of synthesized area (%)
simple gates | 42 | 19.89
mux | 1 | 0.8556
xor+xnor | 12 | 8.984
flops | 20 | 42.78
buf+inv | 13 | 6.737
fa+ha+maj | 1 | 1.069
compound gates | 26 | 19.68
worst min-delay path by stage:
| stage | start | endpoint | slack, ps | cells after the start |
|---|---|---|---|---|
| global route | state[0] | state[2] | 490 | 2 |
| finish | state[0] | state[2] | 460 | 2 |
| CTS | state[0] | state[2] | 470 | 2 |
stage by stage:
step / util (%) / hold WS, ps / setup slack, ps
floorplan: - / 429.7 / 725.5
global placement: 20.33 / 456.1 / 511.0
detailed placement: 20.33 / 452.5 / 496.8
CTS: 21.37 / 467.2 / 501.5
global route: 21.37 / 485.1 / 384.4
finish: 21.37 / 463.7 / 511.1
registers in the layout, indices dropped and copies added, names as in the netlist:
signal and flops:
state 4, start 1, par_bit 1, count_tx 5, start_count 1, data 8
synth_stat cells, types with 2 or more instances:
cell type	instances	share of area [%]
and2_1	2	1.1
o21ai_0	5	2.1
a211oi_1	2	1.3
nor2_1	10	3.2
o41ai_1	2	1.5
nand3b_1	2	1.3
xor2_1	4	3.0
nor3b_1	3	1.9
nand2b_1	3	1.6
buf_2	3	1.3
edfxtp_1	10	26
nand2_1	8	2.6
inv_1	6	1.9
buf_6	3	2.9
dfxtp_1	10	17
nand3_1	4	1.7
nor2b_1	3	1.6
a21oi_1	3	1.3
a211oi_2	2	2.1
nand4_1	2	1.1
xnor2_1	8	6.0
power groups by stage:
stage	Sequential, mW	Combinational [mW]	Clock, mW
finish	0.385	0.120	0.337
CTS	0.385	0.122	0.348
global route	0.388	0.134	0.358
area by class of cell:
cell class | count | area (um2)
fill | 767 | 5371
multi-input combinational | 82 | 590.6
sequential | 20 | 500.5
inverter | 6 | 22.52
tap | 96 | 120.1
timing repair buffer | 16 | 155.1
clock inverter | 1 | 30.03
clock buffer | 3 | 41.29
routing by layer:
| layer | part of all wire (%) | GRT usage (%) |
|---|---|---|
| met4 | 0 | 0.2982 |
| met3 | 6.3 | 1.441 |
| met5 | 0 | 0 |
| met1 | 49 | 5.789 |
| met2 | 45 | 7.252 |
cell usage in the layout (no fill, tap or decap), drive strengths merged, types with 2 or more instances in the layout:
cell type and count:
clkdlybuf4s50 14, nor2 10, dfxtp 10, edfxtp 10, nand2 8, xnor2 8, inv 6, o21ai 5
xor2 4, nand3 4, a21oi 4, a211oi 4, nor3b 3, nand2b 3, nor2b 3, clkbuf 3
and2 3, o41ai 3, nand3b 2, nand4 2, buf 2
Power figures rest on the tool's default switching activity, not on a simulated workload.
