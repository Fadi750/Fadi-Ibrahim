===== /design/flow/design.v =====
module Rx(stop_bit,data_out,par_bit_out,err,bd_rate_gen,par,s_num,d_num,start,reset);
  output reg [7:0] data_out; 
  output reg stop_bit,par_bit_out,err;
  input bd_rate_gen,d_num,start,s_num,reset;
  input [1:0] par; 
  reg [7:0] count_rx;
  reg [7:0] data;
  reg [2:0] state;
  reg par_bit_check;
  reg start_count;
  reg [1:0] stop_bit_counter;
  parameter s0=3'b000;
  parameter s1=3'b001; 
  parameter s2=3'b010;
  parameter s3=3'b011;
  parameter s4=3'b100;
  parameter s5=3'b101;
  parameter s6=3'b110;
  parameter s7=2'b00;
  parameter s8=2'b01;
  parameter s9=2'b10;
  always @(posedge bd_rate_gen)begin 
     if(start_count) 
    count_rx=count_rx+1; 
  else if(!start_count) 
      count_rx=8'b0; 
    if(reset) begin 
      state=3'b000;
      stop_bit_counter=2'b00;
      data=8'b0;
      count_rx=8'b0;
      data_out=8'b0;
      stop_bit=1'b0;
      par_bit_out=1'b0;
      err=1'b0;
      par_bit_check=1'b0;
          end 
  else if(!reset) begin 
    case(state) 
      s0: begin 
        if(start) begin 
          state<=3'b000;
          start_count<=1'b0; end 
        else if(!start) begin  
        state<=3'b001;
        start_count<=1'b1; end  
       end  
     s1: begin if ((count_rx==8'd8)&&(start==0)) 
     state<=3'b010; 
     else if((count_rx==8'd8)&&(start==1)) 
       state<=3'b000;
     end 
       s2: begin 
   if(count_rx==8'd24) 
    data[0]<=start; 
  else if(count_rx==8'd40) 
  data[1]<=start; 
else if (count_rx==8'd56) 
   data[2]<=start; 
  else if(count_rx==8'd72) 
    data[3]<=start; 
  else if(count_rx==8'd88) 
    data[4]<=start; 
  else if(count_rx==8'd104) begin 
    data[5]<=start; state<=3'b011;
  end  
  end 
  s3: begin 
    if(!d_num) begin 
        if(count_rx==8'd120) begin 
        data[6]<=start;
        state<=3'b100; end 
      end 
    else if(d_num) begin 
         if(count_rx==8'd120)
       data[6]<=start; 
     else if(count_rx==8'd136) begin 
       count_rx<=8'd0;
     data[7]<=start;
     state<=3'b100; 
   end    
 end 
  end 
  s4: begin 
    par_bit_check=start;
    if(d_num) begin 
    case (par) 
    s7: par_bit_out<=1'bx; 
    s8: par_bit_out<=((data[0])^(data[1])^(data[2])^(data[3])^(data[4])^(data[5])^(data[6])^(data[7]));
    s9: par_bit_out<=~((data[0])^(data[1])^(data[2])^(data[3])^(data[4])^(data[5])^(data[6])^(data[7])); 
    endcase
    err<=(par_bit_out)^(par_bit_check);
    state<=3'b101;  
  end 
else if(!d_num) begin 
 case (par) 
    s7: par_bit_out<=1'bx; 
    s8: par_bit_out<=((data[0])^(data[1])^(data[2])^(data[3])^(data[4])^(data[5])^(data[6]));
    s9: par_bit_out<=~((data[0])^(data[1])^(data[2])^(data[3])^(data[4])^(data[5])^(data[6])); 
    endcase 
    err<=(par_bit_out)^(par_bit_check);
    state<=3'b101;
  end 
end 
s5: begin
 stop_bit<=1; 
  stop_bit_counter=stop_bit_counter+1; 
  if(!s_num) begin  
      if(stop_bit_counter==2'b10) begin 
    stop_bit_counter<=2'b00;
    stop_bit<=0;
    state<=3'b110;
  end 
end 
 else if(s_num)  begin 
  if(stop_bit_counter==2'b11) begin 
    stop_bit_counter<=2'b00;
    stop_bit<=0;
    state<=3'b110; 
  end 
end 
end
s6: begin 
if(!d_num) begin 
      data_out[0]<=data[0];
      data_out[1]<=data[1];
      data_out[2]<=data[2]; 
      data_out[3]<=data[3]; 
      data_out[4]<=data[4];
      data_out[5]<=data[5];
      data_out[6]<=data[6];
      state<=3'b000;
    end 
  else if(d_num) begin 
      data_out[0]<=data[0];
      data_out[1]<=data[1];
      data_out[2]<=data[2];
      data_out[3]<=data[3];
      data_out[4]<=data[4];
      data_out[5]<=data[5];
      data_out[6]<=data[6];
      data_out[7]<=data[7];
      state<=3'b000;
    end
  end  
endcase
end 
end 
endmodule 

===== /design/flow/run.sh =====
#!/bin/bash
# OpenROAD 26Q1-2900-gdf79404cd8, Yosys 0.63+post, stock flow scripts
make -C /OpenROAD-flow-scripts/flow DESIGN_CONFIG=/design/flow/config.mk WORK_HOME=/design/flow/orfs finish

===== /design/flow/config.mk =====
export PLATFORM = sky130hd
export DESIGN_NAME = Rx
export DESIGN_NICKNAME = Rx
export VERILOG_FILES = /design/flow/design.v
export SDC_FILE = /design/flow/constraint.sdc
export NUM_CORES = 4
export LEC_CHECK = 1
export CORE_AREA = 10 10 108 108
export DIE_AREA = 0 0 118 118

===== /design/flow/constraint.sdc =====
current_design Rx

set clk_period 4.6
set clk_io_pct 0.2

create_clock -name clk0 -period $clk_period [get_ports {bd_rate_gen}]

set non_clock_inputs [all_inputs -no_clocks]
set_input_delay [expr $clk_period * $clk_io_pct] -clock clk0 $non_clock_inputs
set_output_delay [expr $clk_period * $clk_io_pct] -clock clk0 [all_outputs]

==> reports/qor.yml <==
outcome: "completed"
die_height_um: 118
detailedPlacementHpwl_um: 2610
hold_start: "data_out[7]"
max_slew_margin: 0.479
lay_top_cells: "dfxtp_1 (36), nor2_1 (20), clkdlybuf4s50_1 (17)"
synth-area-yosys_sq_um: 1770
timing.final.ws_setup_ns: 2.30
cp.arrival_ns: 2.47
finish.instance_area_sq_um: 2170
worst_hold_path_type: "reg -> reg"
drive_above_1_share: 0.0694
core_region_area_sq_um: 9280
holdBufCountCts: 0
clock-sinks: 37
drc: 0
timing_max_transition_violations_final: 0
setup_crit_end_kind: "flop"
synthDistinctLibCells: 43
critPathRequiredTime_ns: 4.77
die_width_um: 118
detail_route.vias_per_cell: 4.06
post-place-cells: 338
dp_slack_ns: 2.22
global_route.usage.met1: 0.0760
tightestPinTransition_ns: 0.778
finalWirelength_um: 3530
netlist_instances: 198
die_area_sq_um: 13900
critPathMaxFanout: 8
io_pins: 18
cts.reportedPaths.clkPinSlew_ns: 0.07
yosys_register_bits: 37
r2r-start: "count_rx[0]"
final_common_cell: "dfxtp_1"
grt_usage: 0.0525
detail_route.wl_per_cell_um: 10.2
initial_core_util: 0.190
gp_congestion: 0.807
areal_power_density_over_the_cells_nw_per_um2: 269
slowest_delay_ns: 0.46
min_period_ns: 2.30
synth-cells-yosys: 198
critical_path.top_delay_family: "simple AND/OR/NAND/NOR gates"
crit_type: "reg -> reg"
final_worst_path_period_share: 0.500
synth_area_per_cell_sq_um: 8.93
fp-row-count: 35
crit_path_start: "count_rx[0]"
clock_tree_from_tritoncts: "yes"
global_route.peak_usage_layer: "met1"
postCtsSetupRepairBufs: 0
post_dp_cell_area_sq_um: 2080
crit_path_top_delay_cell: "nor4_1"
clock_buffers_created_by_tritoncts: 5
grt_setup_unrepaired: "no"
setup_tns_ns: 0
overflow: 0
ctsResizeCount: 0
cts_root_buf: "clkbuf_8"
setup_violation_total_in_the_final_timing_report: 0
fmaxAchievable_ghz: 0.435
cts.path.max_buffers: 2
drt_first_iter_violations: 82
grt_antenna_before_repair: 0
grt.met2_usage: 0.0755
drtPass1Iterations: 4
number_of_enable_flip_flop_cells: 1
log.warning_count: 25
dominantRegCellSynth: "dfxtp_1"
critPathLaunchType: "flop"
reported_max_cap_violation_count: 0
report.final.hold_viol_count: 0
flow.area_growth_from_synthesis_pct: 22.6
seq_area_frac_synth: 0.425
globalRouteMet3Util: 0.0180
sequence_of_cells_on_the_critical_path: "ha_1 > xnor2_1 > nand4_1 > a211o_1 > nor4_1 > mux2i_1 > nor2_1"
antenna_violating_nets_post_route: 0
maximum_level_of_the_cts_h_tree: 2
worst_skew_pair.late_latency_ns: 0.29
yosys_warnings: 1
diodes: 0
post_layout_nonfiller_instances: 345
routed_via_count: 1402
peakVddDrop_mv: 0.161
io_buffers: 17
grt_first_pass_wirelength_um: 6420
post_synth_instance_area_sq_um: 1770
largest_net_degree_at_the_start_of_global_routing: 37
critical_path.n_buffers_inverters: 0
finClkSkew_ns: 0.00614
vias_in_the_first_global_route: 1347
fin_total_pwr_uw: 582
synth-async-reset-ratio: 0
power.leakage_uw: 0.000671
-- logic make-up (layout without fill, tap and decap cells) --
group,Yosys count,in the layout,synth area share
AND-OR/OR-AND,31,31,0.114
XOR/XNOR,16,16,0.0793
adder cells (fa/ha/maj),1,1,0.00708
buffers and inverters,15,33,0.0333
flip-flops,37,37,0.425
multiplexers,15,15,0.0849
AND/OR/NAND/NOR,83,83,0.257
-- path summary, 6_finish.rpt --
path	endpoint	depth (start not counted)	slack, ns
max	data[3]	7	2.30
min	data_out[7]	2	0.46
max reg2reg	data[3]	7	2.30
min reg2reg	data_out[7]	2	0.46
-- layout make-up --
class	instances	area (sq um)
Clock inverter	1	6.26
Fill cell	1033	7120
Clock buffer	6	82.6
Multi-Input combinational cell	146	958
Tap cell	129	161
Timing Repair Buffer	18	178
Sequential cell	37	751
Inverter	8	30.0
-- worst reg2reg max path: cells and delay by family (launching register included) --
| family | cells | cell delay, ns |
|---|---|---|
| XOR/XNOR | 1 | 0.16 |
| flip-flops | 1 | 0.43 |
| multiplexers | 1 | 0.23 |
| AND-OR/OR-AND | 1 | 0.38 |
| AND/OR/NAND/NOR | 3 | 0.70 |
| adder cells (fa/ha/maj) | 1 | 0.28 |
-- flip-flops by register name, summed over array words and instances, names as in the netlist --
name and flops:
count_rx 8, data 8, data_out 8, state 7, stop_bit_counter 2, err 1
par_bit_out 1, start_count 1, stop_bit 1
-- routing by layer --
metal  routed length, um  vias up  part of all wire
met5                   0        -                 0
met4                  30        0            0.0085
met3                 190        4             0.054
met2                1460       16              0.41
met1                1850      645              0.52
li1                    -      737                 -
-- synthesized netlist by cell type (2+ instances only) --
cell | count | share of area
o21ai_0 | 5 | 0.014
nor4_1 | 3 | 0.011
o21ai_1 | 3 | 0.0085
nor3_1 | 10 | 0.028
nand2b_1 | 8 | 0.028
o31ai_1 | 3 | 0.013
nand2_1 | 15 | 0.032
a21oi_1 | 9 | 0.025
clkbuf_1 | 3 | 0.0064
o21a_1 | 2 | 0.0085
nor2_1 | 20 | 0.042
inv_1 | 7 | 0.015
xnor2_1 | 11 | 0.054
mux2i_1 | 15 | 0.085
nand4_1 | 4 | 0.014
nand3_1 | 8 | 0.023
buf_2 | 2 | 0.0057
nor2b_1 | 4 | 0.014
buf_1 | 2 | 0.0042
xor2_1 | 5 | 0.025
nor4_2 | 2 | 0.014
dfxtp_1 | 36 | 0.41
-- stage by stage --
step           hold WS (ns)   util
3_3_place_gp          0.451  0.224
2_1_floorplan         0.422      -
4_1_cts               0.468  0.233
3_5_place_dp          0.453  0.224
6_report              0.464  0.233
5_1_grt               0.517  0.233
-- power by group --
| group | internal [uW] | switching, uW | total, uW |
|---|---|---|---|
| logic | 10.0 | 13.0 | 23.0 |
| registers | 325 | 3.73 | 328 |
| clock network | 119 | 112 | 231 |
| total | 453 | 129 | 582 |
Power and IR drop assume default switching activity.
